<file path="design/flow/run.sh">
#!/bin/bash
# OpenROAD 26Q1-2900-gdf79404cd8, Yosys 0.63+post, stock flow scripts
make -C /OpenROAD-flow-scripts/flow DESIGN_CONFIG=/design/flow/config.mk WORK_HOME=/design/flow/orfs finish
</file>
<file path="design/flow/config.mk">
export PLATFORM = sky130hd
export DESIGN_NAME = Bancoreg
export DESIGN_NICKNAME = Bancoreg
export VERILOG_FILES = /design/flow/design.v
export SDC_FILE = /design/flow/constraint.sdc
export NUM_CORES = 4
export LEC_CHECK = 1
export CORE_UTILIZATION = 30
</file>
<file path="design/flow/constraint.sdc">
current_design Bancoreg

set clk_period 2.0
set clk_io_pct 0.2

create_clock -name clk0 -period $clk_period [get_ports {clk}]

set non_clock_inputs [all_inputs -no_clocks]
set_input_delay [expr $clk_period * $clk_io_pct] -clock clk0 $non_clock_inputs
set_output_delay [expr $clk_period * $clk_io_pct] -clock clk0 [all_outputs]
</file>
<file path="design/flow/design.v">
`timescale 1ns / 1ps
module Bancoreg (
    input [2:0] addrRa,    
	input [2:0] addrRb,    
	input [2:0] addrW,     
	input [3:0] datW,      
    input RegWrite, 	   
	input clk, 			   
	input rst, 		  	   
    output [0:6] sseg,
    output [5:0] an
	);
	wire [3:0] datOutRa;
    wire [3:0] datOutRb;
	BancoRegistro bancoRegistro(addrRa, addrRb, datOutRa, 
										 datOutRb, addrW, datW,
										 RegWrite, clk, rst);
	display disp(datOutRa, datOutRb, addrRa, 
					 addrRb, addrW, datW, clk, rst, sseg, an);
endmodule
`timescale 1ns / 1ps
module BancoRegistro #(      		 	 
         parameter BIT_ADDR = 3,  	 
         parameter BIT_DATO = 4  	 
	)
	(
    input [BIT_ADDR-1:0] addrRa, 	 
    input [BIT_ADDR-1:0] addrRb, 	 
	 output [BIT_DATO-1:0] datOutRa,  
    output [BIT_DATO-1:0] datOutRb,  
	 input [BIT_ADDR-1:0] addrW, 		 
    input [BIT_DATO-1:0] datW,		 
	 input RegWrite, 						 
    input clk, 							 
    input rst  							 
    );
	localparam NREG = 2 ** BIT_ADDR;  
	reg [BIT_DATO-1: 0] breg [NREG-1:0];
	assign  datOutRa = breg[addrRa];
	assign  datOutRb = breg[addrRb];
	always @(posedge clk) begin  
		if (RegWrite == 1 && rst == 0) begin
			breg[addrW] <= datW;
		end
		if (rst == 1) begin
			breg[0] <= 15;
			breg[1] <= 15;
			breg[2] <= 15;
			breg[3] <= 15;
			breg[4] <= 15;
			breg[5] <= 15;
			breg[6] <= 15;
		end
	end
endmodule
module BCDtoSSeg (BCD, SSeg);
  input [3:0] BCD;
  output reg [0:6] SSeg;
always @ ( * ) begin
  case (BCD)
    4'b0000: SSeg = 7'b0000001;  
	 4'b0001: SSeg = 7'b1001111;   
	 4'b0010: SSeg = 7'b0010010;   
	 4'b0011: SSeg = 7'b0000110;   
	 4'b0100: SSeg = 7'b1001100;   
	 4'b0101: SSeg = 7'b0100100;   
	 4'b0110: SSeg = 7'b0100000;   
	 4'b0111: SSeg = 7'b0001111;   
	 4'b1000: SSeg = 7'b0000000;   
	 4'b1001: SSeg = 7'b0000100;   
   4'ha: SSeg = 7'b0001000;  
   4'hb: SSeg = 7'b1100000;
   4'hc: SSeg = 7'b0110001;
   4'hd: SSeg = 7'b1000010;
   4'he: SSeg = 7'b0110000;
   4'hf: SSeg = 7'b0111000;
    default:
      SSeg = 0;
  endcase
end
endmodule
`timescale 1ns / 1ps
module display (
	input [3:0] datoRA,    
	input [3:0] datoRB,    
	input [2:0] addRa, 	  
	input [2:0] addRb,     
	input [2:0] addrW,     
	input [3:0] datW,      
   	input clk,
	input rst,
   	output [0:6] sseg,     
   	output reg [5:0] an,   
	output led 			 	  
    );
	reg [3:0] bcd = 0;
	BCDtoSSeg bcdtosseg(.BCD(bcd), .SSeg(sseg));
	reg [26:0] cfreq = 0;
	wire enable;
	assign enable = cfreq[8];
	assign led = enable;
	always @(posedge clk) begin
	if(rst == 1) begin
			cfreq <= 0;
		end else begin
			cfreq <= cfreq + 1;
		end
	end
	reg [2:0] count = 0;
	always @(posedge enable) begin
			if(rst == 1) begin  
				count <= 0;
				an <= 6'b111111; 
			end else begin 
				if (count == 6) begin
				 	count <= 0;
				end
				case (count) 
					3'b000: begin bcd <= datoRA;   an <= 6'b111110; end 
					3'b001: begin bcd <= addRa;    an <= 6'b111101; end 
					3'b010: begin bcd <= datoRB;   an <= 6'b111011; end 
					3'b011: begin bcd <= addRb;    an <= 6'b110111; end 
					3'b100: begin bcd <= datW;     an <= 6'b101111; end 
					3'b101: begin bcd <= addrW;    an <= 6'b011111; end 
				endcase
				count <= count + 1;				
			end
	end
endmodule
</file>
==> flow_summary.ini <==
; flow metrics
[critical_path]
r2r_cells = 4
critPathCaptureType = register
crit_family = simple AND/OR/NAND/NOR gates
cp-start-kind = input pin
critPathKind = in2reg
path_buffers = 2
critical_path.cell_chain = clkdlybuf4s50_1, inv_2, nand3_1, nor3b_2, nor2b_1, a211o_1
cp.depth = 6
critPathArrivalTime_ns = 1.87
slowest_stage = clkdlybuf4s50_1
required_ns = 2.18
cp_slowest_stage_delay_ns = 0.47
cp_max_fo = 6

[global_routing]
antenna_found_initial = 0
grt_usage = 0.133
grt_pass1_wl_mm = 10.3
grt_pass1_vias = 2055
grt_max_degree = 42
grt-ovfl-total = 0

[run_status]
status = complete, no violations

[detailed_routing]
drt_wl_total_mm = 6.09
routedWlPerCell_um = 13.6
num_vias = 2172
drc_errors = 0
num_antenna_cells = 0
ant_nets = 0
via_per_inst = 4.86
firstDrtPassIters = 4
drt_iter0_markers = 135

[die]
dieArea_um2 = 9920
die_width_um = 99.6
initCoreUtil = 0.309
rows = 35
io_pins = 29
dieHeight_um = 99.6
core_um2 = 9240

[logic_synthesis]
ys_sh_simple = 0.185
ys_types = 50
syn_inst = 294
synth_seq_share = 0.420
yosys_cells = 294
top_cell = dfxtp_1
yosys.area_share.adder = 0.0526
top_cells_by_area = dfxtp_1 (29%), edfxtp_1 (13%), a211o_1 (6.4%)
flop_cell = dfxtp_1
aoi_share = 0.186
yosysTopAreaCellShare = 0.294
synth-xor-area-share = 0.0123
synth.avg_cell_area_um2 = 9.72
syn_area_um2 = 2860
synthArstFlopShare = 0
edf_count = 12
topCombFamilyByArea = AND-OR/OR-AND gates
synth_flops = 54
yosys.area.top_type = dfxtp_1
synth_chip_area_um2 = 2860
common_cells = dfxtp_1 (42), nor2_1 (30), nand2_1 (22)
synth-warning-count = 3
synthMuxAreaShare = 0.0885

[clock_tree]
cts_buffers = 5
cts-htree-levels = 2
cts_hold_buf = 0
cts_root_buffer = clkbuf_8
cts_tree = done
cts_setup_buffers = 0
clock_latency_ns = 0.29
cts_resized = 0
clkTransAtPathRegs_ns = 0.07
clock_tree.buffer_depth = 2

[hold_path]
worstHoldPathType = reg2reg
whs_path_depth = 1

[sta]
setup_tns_ns = 0
slew_viol_final = 0
layout_setup_ws_ns = 0.310
unclocked_regs = 13
setup_viol = 0
clock_skew_ns = 0.00757
post-route-period-util = 0.845
rsz0062_at_grt = false
fmax_ghz = 0.592
hold_viol_final = 0
untimed_endpoints = 30
period_minus_slack_ns = 1.69
hold_ws_ns = 0.451
slew_headroom = 0.626
tightestPinTransition_ns = 0.557

[placement]
portBuffers = 28
place_congestion = 0.862
hpwl_mm = 4.59
post-place-ws_ns = 0.0140

[power]
p_leak_nw = 1.23
cellPowerDensity_nw_per_um2 = 473
peakVddDrop_mv = 0.274

[job]
cap_violations = 0
tool_warnings = 33

[layout]
drive_above_1_share = 0.0786
syn2layout_area_growth_pct = 16.4
==> report_power, final <==
part           switching, W  internal (W)
registers         0.0000117      0.000869
clock network      0.000270      0.000247
logic             0.0000974     0.0000789
==> placed cells by master, fill, tap and decap left out, types with 8 or more instances in the layout <==
master,count
nor2_1,30
edfxtp_1,12
clkdlybuf4s50_1,28
ha_1,12
nor2b_1,14
mux2_1,9
inv_1,14
dfxtp_1,42
mux2i_1,8
nand2_1,22
a211o_1,21
a21oi_1,9
==> final timing paths <==
| kind | startpoint | endpoint | slack, ns |
|---|---|---|---|
| hold / removal | disp.cfreq[0] | disp.cfreq[0] | 0.45 |
| hold reg to reg | disp.cfreq[0] | disp.cfreq[0] | 0.45 |
| setup / recovery | rst | bancoRegistro.breg[3][2] | 0.31 |
| setup reg to reg | disp.cfreq[0] | disp.cfreq[8] | 0.78 |
==> through the flow <==
| step | cells | instance area, um^2 | total power (W) | util |
|---|---|---|---|---|
| 6_report | 447 | 3330 | 0.00157 | 0.360 |
| 2_1_floorplan | 294 | 2860 | 0.000999 | - |
| 5_1_grt | 447 | 3330 | 0.00165 | 0.360 |
| 4_1_cts | 447 | 3330 | 0.00160 | 0.360 |
| 3_5_place_dp | 439 | 3240 | 0.00108 | 0.351 |
| 3_3_place_gp | 439 | 3240 | 0.00107 | 0.351 |
==> routing by layer <==
layer | up-vias | part of all wire | wire [um] | global-route usage
met5 | - | 0 | 0 | 0
met4 | 0 | 0.022 | 135 | 0.0260
met3 | 11 | 0.048 | 290 | 0.0207
met2 | 53 | 0.44 | 2670 | 0.202
met1 | 1000 | 0.49 | 2990 | 0.207
li1 | 1108 | - | - | -
==> sequential cells by signal, summed over array words and instances (netlist names) <==
register,flops
bancoRegistro.breg,32
disp.an,6
disp.bcd,4
disp.cfreq,9
disp.count,3
==> cell type report <==
| type | count | area [um^2] |
|---|---|---|
| Fill cell | 937 | 5910 |
| Multi-Input combinational cell | 207 | 1500 |
| Sequential cell | 54 | 1200 |
| Timing Repair Buffer | 34 | 325 |
| Tap cell | 129 | 161 |
| Clock buffer | 7 | 76.3 |
| Inverter | 15 | 56.3 |
| Clock inverter | 1 | 7.51 |
==> cells by family (layout without fill, tap and decap cells) <==
kind of cell / count (synthesis) / count (layout)
fa+ha+maj: 12 / 12
flops: 54 / 54
buf+inv: 33 / 57
xor+xnor: 4 / 4
simple gates: 98 / 98
mux: 21 / 21
compound gates: 72 / 72
==> worst register-to-register path, cell delays in order, from the launching register on <==
cell and delay [ns]:
dfxtp_1 0.36, ha_1 0.24, nand3_1 0.11, or3_1 0.31, a21oi_1 0.13
Power figures rest on the tool's default switching activity, not on a simulated workload.
